===== flow/run.sh =====
#!/bin/bash
# OpenROAD 26Q1-2900-gdf79404cd8, Yosys 0.63+post, stock flow scripts
make -C /OpenROAD-flow-scripts/flow DESIGN_CONFIG=/design/flow/config.mk WORK_HOME=/design/flow/orfs finish

===== flow/config.mk =====
export PLATFORM = sky130hd
export DESIGN_NAME = read
export DESIGN_NICKNAME = read
export VERILOG_FILES = /design/flow/design.v
export SDC_FILE = /design/flow/constraint.sdc
export NUM_CORES = 4
export LEC_CHECK = 1
export CORE_AREA = 10 10 496 496
export DIE_AREA = 0 0 506 506

===== flow/constraint.sdc =====
current_design read

set clk_period 17.5
set clk_io_pct 0.2

create_clock -name clk0 -period $clk_period [get_ports {clock}]

set non_clock_inputs [all_inputs -no_clocks]
set_input_delay [expr $clk_period * $clk_io_pct] -clock clk0 $non_clock_inputs
set_output_delay [expr $clk_period * $clk_io_pct] -clock clk0 [all_outputs]

===== flow/design.v =====
`default_nettype none
module read(input  wire              clock,
            input  wire              resetn,
            input  wire [      63:0] m_src_addr,       
            input  wire [      31:0] m_input_index,    
            input  wire [(32)-1:0] m_input_value,    
            output wire [      31:0] m_output_value,   
            output reg               m_ready_out,
            input  wire              m_valid_in,
            output reg               m_valid_out,
            input  wire              m_ready_in,
            input  wire [     511:0] src_readdata,
            input  wire              src_readdatavalid,
            input  wire              src_waitrequest,
            output reg  [      31:0] src_address,
            output reg               src_read,
            output wire              src_write,
            input  wire              src_writeack,
            output wire [     511:0] src_writedata,
            output wire [      63:0] src_byteenable,
            output wire [       4:0] src_burstcount);
  wire             CLK;
  wire             RST;
  wire             start;
  reg [31:0]       cycle;
  reg              finish;
  reg [(32)-1:0] expected_value;
  reg [(32)-1:0] read_value;
  reg              is_match;
  reg              returned;
  reg              state;
  assign CLK            = clock;
  assign RST            = ~resetn;
  assign start          = &{m_ready_out, m_valid_in};
  assign m_output_value = (is_match) ? cycle : 0;
  assign src_write      = 0;
  assign src_writedata  = 0;
  assign src_byteenable = {(64){1'b1}};
  assign src_burstcount = 1;
  always @(posedge CLK) begin
    if (RST || start) begin
      cycle  <= 0;
      finish <= 0;
    end else begin
      if (~|{src_readdatavalid,finish}) cycle  <= cycle + 1;
      else                              finish <= 1;
    end
  end
  always @(posedge CLK) begin
    if (RST) begin
      expected_value <= 0;
      read_value     <= 0;
      is_match       <= 0;
    end else if (start) begin
      expected_value <= m_input_value;
      read_value     <= ~m_input_value;   
      is_match       <= 0;
    end else begin
      if (src_readdatavalid) read_value <= src_readdata[(32)-1:0];
      if (finish)            is_match   <= (expected_value == read_value);
    end
  end
  always @(posedge CLK) begin
    if (RST) begin
      returned    <= 0;
      m_ready_out <= 1;
      m_valid_out <= 0;
    end else if (start) begin
      returned    <= 0;
      m_ready_out <= 0;
      m_valid_out <= 0;
    end else begin
      if (&{m_valid_out, m_ready_in}) begin 
        returned    <= 1; 
        m_ready_out <= 1; 
        m_valid_out <= 0; 
      end else begin 
        m_valid_out <= (&{finish, ~returned}); 
      end
    end
  end
  always @(posedge CLK) begin
    if (RST) begin
      state       <= 0;
      src_address <= 0;
      src_read    <= 0;
    end else begin
      case (state)
        0: begin
          if (start) begin
            state       <= 1;
            src_address <= m_src_addr + ((32) >> 3) * m_input_index;
            src_read    <= 1;
          end
        end
        1: begin
          if (!src_waitrequest) begin
            state       <= 0;
            src_address <= 0;
            src_read    <= 0;
          end
        end
      endcase
    end
  end
endmodule  
`default_nettype wire

==> flow_summary.yaml <==
# yosys + openroad results
power:
  pwr_density_cell_nw_per_um2: 59.4
  internal_power_uw: 634
  pwr-share-seq_pct: 36.0
  p_leak_uw: 0.00574
  combPwrFrac_pct: 19.2
  p_clk_share_pct: 44.8
  p_sw_uw: 307
  power.total_uw: 941
  p_sw_share_pct: 32.6
  irDropWorstVdd_uv: 59.1
cells_and_area:
  mostFrequentLayoutCell: "conb_1"
  area_growth_pct: 37.4
  fin_cells: 4806
  layout_top_cells: "conb_1 (582), clkdlybuf4s50_1 (196), nand2_1 (149), dfxtp_1 (135), a21oi_1 (71)"
  drive_gt1_share_pct: 3.53
  fillers: 27800
  final_cell_area_um2: 15800
cts:
  cts.sinks: 135
  hold_buffers: 0
  clk_latency_ps: 490
  cts_tree: "built"
  cts_root_buf: "clkbuf_16"
  cts_buffers: 17
  cts.clk_slew.worst_paths_ps: 80
  htreeDepth: 4
  cts_resized: 0
  clockBufferDepth: 2
  cts_post_setup_buffers_inserted: 0
global_route:
  use_met2_pct: 4.82
  grt_util_met3_pct: 0.718
  grt_pass1_vias: 9212
  antenna_found_initial: 10
  gr-max-usage-layer: "met2"
  grt_max_degree: 67
  use_met1_pct: 2.86
  grt_pass1_wl_um: 54000
  grt_overflow: 0
  grt_usage_pct: 2.76
setup_path:
  max_stage_delay_ps: 550
  r2r_cells: 8
  r2r_start: "cycle[8]"
  r2r_setup_slack_ps: 14850
  crit_buf_inv: 2
  cp-start-kind: "input port"
  r2r_end: "cycle[31]"
  worstPathMaxFanout: 4
  arrival_ps: 6770
  worst-setup-path-type: "in -> reg"
  crit_family: "AND-OR/OR-AND gates"
  end_kind: "flop"
  cp_slowest_cell: "ha_1"
  required_ps: 17910
  worstPathCellList: "clkdlybuf4s50_1 -> ha_1 -> inv_1 -> fa_1 -> nor2b_1 -> o2111ai_1 -> a21boi_2 -> o22ai_2 -> o31ai_2 -> a311oi_1 -> xor2_1 -> o21ai_1"
place:
  port_buffers: 198
  placedCellCount: 4762
  dpl_cell_area_um2: 15200
  gp_congestion: 0.816
  hpwl_um: 32500
synthesis:
  synth-main-ff-cell: "dfxtp_1"
  ys_chip_area_um2: 11500
  syn_area_um2: 11500
  yosysSeqAreaShare_pct: 23.4
  synth_cells: 1445
  async_flop_share_pct: 0
  ys_types: 58
  yosysWarnings: 1
  avgSynthCellArea_um2: 7.98
  yosysCellCount: 1445
  ys.flops: 135
  synth-edff-count: 0
sta:
  final-hold-violation-count: 0
  rsz0062_at_grt: "false"
  fin_crit_ps: 6360
  skew_ps: 24.4
  setup_viol: 0
  max_slew_margin_pct: 49.1
  timing.hold.ws_ps: 452
  fmaxAchievable_ghz: 0.157
  drv_slew: 0
  worstMarginPinSlew_ps: 763
  fin_crit_sh_pct: 36.4
  setup_tns_ps: 0
detailed_routing:
  wl_per_cell_um: 8.14
  drt_first_pass_iters: 5
  ant_nets: 0
  routed_wl_um: 39100
  drc: 0
  first_iter_violations: 376
  vias: 8341
  viasPerCell: 1.74
run:
  log.warning_count: 540
  cap_violations: 0
run_status:
  outcome: "complete, no violations"
worst_hold_path:
  min_from: "src_address[30]"
  whs_endpoint: "src_address[30]"
  holdPathStages: 2
  worstHoldPathType: "reg -> reg"
floorplan:
  die-width_um: 506
  die_y_um: 506
  core_area_um2: 235000
  rows: 178
  ioPinCount: 1296
  initCoreUtil_pct: 4.90
  chipArea_um2: 256000
state kept, by name (all words and copies together), names as in the netlist:
signal and cells:
finish 1, src_read 1, is_match 1, read_value 32, src_address 32, returned 1, cycle 32, m_ready_out 1
m_valid_out 1, state 1, expected_value 32
logic make-up after synthesis:
logic type	count (synthesis)	synth area share (%)
xor gates and xnor gates	78	5.93
and+or+nand+nor	326	13.2
DFF	135	23.4
muxes	32	2.78
AOI/OAI and AO/OA	207	11.5
other	2	0.0651
adders and majority gates	31	3.43
buffers and inverters	634	39.6
synthesized netlist by cell type (all sizes together) (2+ instances only):
cell / instances / area (µm²)
dfxtp: 135 / 2700
ha: 30 / 375
o21ai: 47 / 239
a31oi: 3 / 33.8
a32oi: 2 / 17.5
a21boi: 36 / 274
o21a: 2 / 15.0
o2111ai: 2 / 17.5
mux2i: 32 / 320
nand2b: 4 / 25.0
o211ai: 2 / 15.0
nand4: 18 / 113
nor2b: 21 / 131
clkbuf: 31 / 116
buf: 591 / 4410
nor4: 2 / 12.5
nand2: 150 / 563
conb: 2 / 7.51
xnor2: 43 / 377
a21o: 10 / 75.1
nor2: 52 / 200
o21bai: 4 / 30.0
xor2: 35 / 307
a22oi: 10 / 75.1
nand3: 17 / 85.1
inv: 12 / 45.0
o22ai: 2 / 18.8
and4: 3 / 26.3
nor3: 8 / 40.0
and3: 7 / 43.8
o41ai: 2 / 36.3
or3: 7 / 43.8
a211oi: 4 / 35.0
a21oi: 71 / 355
o221ai: 2 / 17.5
and2: 35 / 219
cell type report:
cell class                      count  area (µm²)  share of cell area (%)
Timing Repair Buffer              209        2050                    13.0
Tap cell                         3150        3940                    24.9
Sequential cell                   135        2700                    17.1
Multi-Input combinational cell   1256        6440                    40.7
Clock inverter                     15         195                    1.23
Antenna cell                       12        30.0                   0.190
Clock buffer                       17         425                    2.69
Inverter                           12        45.0                   0.284
power groups by stage:
stage     sequential (µW)  combinational (µW)  clock [µW]
6_report              338                 181         422
5_1_grt               341                 207         453
4_1_cts               338                 187         447
worst max path at each step:
| stage | start | endpoint | cells past startpoint | slack (ps) |
|---|---|---|---|---|
| 6_report | m_input_index[0] | src_address[30] | 12 | 11140 |
| 5_1_grt | m_input_index[0] | src_address[30] | 12 | 10970 |
| 4_1_cts | m_input_index[0] | src_address[30] | 12 | 11040 |
metrics by stage:
step	utilization [%]	setup slack, ps
floorplan	-	12000
detailed placement	6.46	10510
global route	6.73	10970
CTS	6.72	11040
finish	6.73	11140
global placement	6.46	10500
layer usage:
metal  vias to the layer above  wire length, µm
li1                       3963                -
met1                      3709            14300
met2                       623            19000
met3                        46             2850
met4                         0             3010
met5                         -                0
tightest hold or removal path, cell delays in order (launching register included):
cell and delay (ps):
dfxtp_1 320, nand2_1 50, o21ai_1 50
Power and IR drop assume default switching activity.
