File: design.v
`default_nettype none
module wait_func #(parameter               WIDTH = 64)
                  (
                   input  wire             clock,
                   input  wire             resetn,
                   input  wire [WIDTH-1:0] m_input_value,
                   output wire [WIDTH-1:0] m_output_value,
                   output reg              m_ready_out,
                   input  wire             m_valid_in,
                   output reg              m_valid_out,
                   input  wire             m_ready_in
                   );
  wire            CLK;
  wire            RST;
  wire            start;
  reg [WIDTH-1:0] wait_cycles;
  reg [WIDTH-1:0] cycle;
  reg             finish;
  reg             returned;
  assign CLK            = clock;
  assign RST            = ~resetn;
  assign start          = &{m_ready_out, m_valid_in};
  assign m_output_value = cycle;
  always @(posedge CLK) begin
    if (RST) begin
      wait_cycles <= 0;
      cycle       <= 0;
      finish      <= 0;
    end else if (start) begin
      wait_cycles <= m_input_value;
      cycle       <= 0;
      finish      <= 0;
    end else begin
      cycle <= cycle + 1;
      if (cycle == wait_cycles) begin
        finish <= 1;
      end
    end
  end
  always @(posedge CLK) begin
    if (RST) begin
      m_ready_out <= 1;
      m_valid_out <= 0;
      returned    <= 0;
    end else if (start) begin
      m_ready_out <= 0;
      m_valid_out <= 0;
      returned    <= 0;
    end else begin
      if (&{m_valid_out, m_ready_in}) begin
        m_ready_out <= 1;
        m_valid_out <= 0;
        returned    <= 1;
      end else begin
        m_valid_out <= (&{finish, ~returned}); 
      end
    end
  end
endmodule
`default_nettype wire
File: run.sh
#!/bin/bash
# OpenROAD 26Q1-2900-gdf79404cd8, Yosys 0.63+post, stock flow scripts
make -C /OpenROAD-flow-scripts/flow DESIGN_CONFIG=/design/flow/config.mk WORK_HOME=/design/flow/orfs finish
File: config.mk
export PLATFORM = sky130hd
export DESIGN_NAME = wait_func
export DESIGN_NICKNAME = wait_func
export VERILOG_FILES = /design/flow/design.v
export SDC_FILE = /design/flow/constraint.sdc
export NUM_CORES = 4
export LEC_CHECK = 1
export CORE_UTILIZATION = 30
File: constraint.sdc
current_design wait_func

set clk_period 11.8
set clk_io_pct 0.2

create_clock -name clk0 -period $clk_period [get_ports {clock}]

set non_clock_inputs [all_inputs -no_clocks]
set_input_delay [expr $clk_period * $clk_io_pct] -clock clk0 $non_clock_inputs
set_output_delay [expr $clk_period * $clk_io_pct] -clock clk0 [all_outputs]
==> results_slide.txt <==
Run Summary

Run status
  – Status: finished, final reports clean

CTS
  – Cts bufs inserted: 17
  – Clock transition at path regs: 50 ps
  – CTS resizes: 0
  – CTS H-Tree Depth: 4
  – CTS tree: built
  – # hold bufs at CTS: 0
  – Sink Count: around 130
  – Clk buf depth: 2
  – Late-Pin Clk Latency: 420 ps
  – Clock Tree Root: clkbuf_16
  – Post-CTS setup repair buffer count: 0

Logic synthesis
  – Synthesis area per yosys: 6100 um2
  – Ys async rst share: 0%
  – Mapped Area: a little over 6000 um2
  – Distinct cells, synth: 31
  – Yosys cell count: approximately 730
  – Synth warn: 1
  – Post-synth EDFFs: 0
  – Dominant flop cell: dfxtp_1
  – Seq/Total Area, Yosys: between 40% and 50%
  – Synth flops: approximately 130
  – Synthesized instance count: 734
  – Syn_area_per_cell: around 8.3 um2

GRT
  – Number of global-route vias before repair: 4949
  – Largest net degree at the start of global routing: 69
  – Initial antenna violation count: 0
  – First-pass GRT wire length: approximately 28000 um
  – Total grt overflow: 0
  – Total GRT Usage: between 10% and 20%

Placement
  – Routability cong.: 0.865
  – Placed wire-length estimate: 13200 um
  – Dpl ws: 6730 ps
  – # port buffers: 133

Final timing
  – Fin crit period: 4640 ps
  – Final Skew: 7.15 ps
  – Final setup margin: 7160 ps
  – Final-report hold violation count: 0
  – Minimum hold slack: 454 ps
  – Slew HR: 42.6%
  – Worst slew pin tran: 858 ps
  – F_max: between 200 and 250 MHz
  – Final setup violation count: 0
  – Part of the cycle the worst path needs: about two fifths
  – RSZ-0062 raised after global routing: false
  – Max Slew Vio Count: 0
  – Setup TNS: 0 ps

Floorplanning
  – Die height: between 100 and 150 um
  – CORE AREA: 19700 um2
  – Starting density of the core: 31.0%
  – Die W: 145 um
  – Chip area: 20900 um2
  – # IOs: ~130
  – Row count: 51

Flow run
  – Stage-log warning count: 25
  – Max_cap viols: 0

Worst hold path
  – Hold path cells: 2
  – Hold WC Path Type: register to register
  – HP Start: returned

Worst setup path
  – Reg2reg path depth: 5
  – Crit-path max FO: 67
  – Crit start category: primary input
  – CP endpoint kind: register
  – CP startpoint: m_valid_in
  – Arr. time, crit path: 5000 ps
  – CP Data Required Time: 12160 ps
  – Worst reg2reg startpoint: cycle[29]
  – WS Path Type: primary input to register

Power and ir drop
  – Worst IR Drop VDD: 0.0000826 V
  – Leakage power: 2.71 nW
  – Power Density: 129 nW/um2

Final layout
  – Fraction of layout cells with a size suffix above 1: 4.77%
  – Area growth syn-to-layout: 34.6%
  – Fill count: ~1900

Route
  – Final ANT Viol Nets: 0
  – Initial DRC Count: 382
  – Ant diodes: 0
  – DR WL/cell: 16.1 um
  – DRT Pass-1 Iters: 4
  – Routed WL: 18100 um
  – DR vias: 5348
  – DR DRC count: 0
  – Vias per std cell: 4.75
-- layout make-up --
| cell class | count | area, um2 | area share [%] |
|---|---|---|---|
| Clock buffer | 26 | 519 | 6.32 |
| Tap cell | 265 | 332 | 4.04 |
| Timing Repair Buffer | 140 | 1380 | 16.8 |
| Sequential cell | 132 | 2640 | 32.2 |
| Multi-Input combinational cell | 553 | 3280 | 39.9 |
| Inverter | 5 | 18.8 | 0.228 |
| Clock inverter | 4 | 45.0 | 0.548 |
-- final timing paths --
path	end	slack [ps]
setup / recovery	cycle[22]	7160
hold / removal	returned	450
setup reg to reg	cycle[61]	8920
hold reg to reg	returned	450
-- sequential cells by signal, indices dropped and copies added (netlist names) --
register     cells
m_ready_out      1
wait_cycles     64
m_valid_out      1
returned         1
finish           1
cycle           64
-- through the flow --
step	cell area (um2)	instances	utilization (%)	power [mW]
finish	8220	1125	41.7	1.06
floorplan	6100	734	-	0.525
global placement	7650	1095	38.8	0.570
detailed placement	7650	1095	38.8	0.570
CTS	8220	1125	41.7	1.07
global route	8220	1125	41.7	1.10
-- layer usage --
| layer | global-route usage (%) | part of all wire [%] | vias to the layer above |
|---|---|---|---|
| met3 | 4.39 | 6.9 | 23 |
| li1 | - | - | 2745 |
| met4 | 3.93 | 2.6 | 0 |
| met2 | 27.2 | 43 | 169 |
| met5 | 0 | 0 | - |
| met1 | 27.3 | 48 | 2411 |
-- layout by cell type, fill, tap and decap left out, types with 3 or more instances in the layout --
cell | netlist | layout
nor3_1 | 9 | 9
or3_1 | 17 | 17
nor2_1 | 49 | 49
and3_1 | 8 | 8
nand3_1 | 28 | 28
inv_1 | 5 | 5
o21ai_0 | 18 | 18
nand2_1 | 154 | 152
and4_1 | 8 | 8
xor2_1 | 26 | 26
a21oi_1 | 19 | 19
xnor2_1 | 78 | 78
or4_1 | 4 | 4
clkdlybuf4s50_1 | 0 | 132
clkinv_2 | 0 | 3
nand2b_1 | 3 | 3
clkbuf_1 | 36 | 3
nand4_1 | 33 | 33
clkbuf_8 | 0 | 6
buf_4 | 0 | 7
clkbuf_16 | 0 | 17
nor4_1 | 20 | 20
a21boi_0 | 65 | 65
dfxtp_1 | 132 | 132
-- report_power, final --
part	total [mW]	internal, mW	switching [mW]
Sequential	0.472	0.460	0.0112
Combinational	0.0876	0.0440	0.0436
Clock	0.502	0.320	0.182
Total	1.06	0.824	0.237
-- Yosys cell counts, types with 17 or more instances --
master    count  area share (%)
nand2_1     154             9.5
dfxtp_1     132              43
xnor2_1      78              11
a21boi_0     65             8.0
nor2_1       49             3.0
clkbuf_1     36             2.2
nand4_1      33             3.4
nand3_1      28             2.3
xor2_1       26             3.7
nor4_1       20             2.0
a21oi_1      19             1.6
o21ai_0      18             1.5
or3_1        17             1.7
-- worst max-delay path, stage by stage --
cell	delay, ps
clkdlybuf4s50_1	430
nand2_2	70
buf_4	560
nand2_2	520
buf_4	410
or4_1	530
nand2_1	70
-- kinds of logic after synthesis --
kind of cell	synth area share, %
DFF	43.3
buffers and inverters	3.09
adders and majority gates	0.205
and+or+nand+nor	26.6
xor gates and xnor gates	14.9
muxes	0.328
AOI/OAI and AO/OA	11.5
No activity file was given, so power comes from the tool's default toggle rates.
