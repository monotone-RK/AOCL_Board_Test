`/design/flow/design.v`:
```
`default_nettype none
module DRAM_WRITE #(parameter                             MAXBURST_LOG   = 4, 
                    parameter                             WRITENUM_SIZE  = 32,  
                    parameter                             DRAM_ADDRSPACE = 64,
                    parameter                             DRAM_DATAWIDTH = 512)
                   (input  wire                           CLK,
                    input  wire                           RST,
                    input  wire                           WRITE_REQ,
                    input  wire [DRAM_ADDRSPACE-1     :0] WRITE_INITADDR,
                    input  wire [WRITENUM_SIZE        :0] WRITE_NUM,
                    input  wire [DRAM_DATAWIDTH-1     :0] WRITE_DATA,
                    output wire                           WRITE_DATA_ACCEPTABLE,
                    output wire                           WRITE_RDY,
                    output wire                           WRITE_REQ_DONE,
                    input  wire [DRAM_DATAWIDTH-1     :0] AVALON_MM_READDATA,       
                    input  wire                           AVALON_MM_READDATAVALID,  
                    input  wire                           AVALON_MM_WAITREQUEST,
                    output wire [DRAM_ADDRSPACE-1     :0] AVALON_MM_ADDRESS,
                    output wire                           AVALON_MM_READ,           
                    output wire                           AVALON_MM_WRITE,
                    input  wire                           AVALON_MM_WRITEACK,
                    output wire [DRAM_DATAWIDTH-1     :0] AVALON_MM_WRITEDATA,
                    output wire [(DRAM_DATAWIDTH>>3)-1:0] AVALON_MM_BYTEENABLE,
                    output wire [MAXBURST_LOG         :0] AVALON_MM_BURSTCOUNT);
  localparam MAXBURST_NUM  = (1 << MAXBURST_LOG);
  localparam ACCESS_STRIDE = ((DRAM_DATAWIDTH>>3) << MAXBURST_LOG);
  reg [1:0]                          state;
  reg                                busy;
  reg [DRAM_ADDRSPACE-1:0]           address;
  reg                                write_request;
  reg [MAXBURST_LOG:0]               remaining_datanum;
  reg [MAXBURST_LOG:0]               burstcount;
  reg [MAXBURST_LOG:0]               last_burstcount;
  reg [WRITENUM_SIZE-MAXBURST_LOG:0] burstnum;   
  always @(posedge CLK) begin
    if (RST) begin
      state             <= 0;
      busy              <= 0;
      address           <= 0;
      write_request     <= 0;
      remaining_datanum <= 0;
      burstcount        <= 0;
      last_burstcount   <= 0;
      burstnum          <= 0;
    end else begin
      case (state)
        0: begin
          if (WRITE_REQ) begin
            state           <= 1;
            busy            <= 1;
            address         <= WRITE_INITADDR;
            last_burstcount <= (WRITE_NUM[MAXBURST_LOG-1:0] == 0) ? MAXBURST_NUM : {1'b0, WRITE_NUM[MAXBURST_LOG-1:0]};
            burstnum        <= (WRITE_NUM + (MAXBURST_NUM-1)) >> MAXBURST_LOG;
          end
        end
        1: begin
          state             <= 2;
          write_request     <= 1;
          remaining_datanum <= (burstnum == 1) ? last_burstcount : MAXBURST_NUM;
          burstcount        <= (burstnum == 1) ? last_burstcount : MAXBURST_NUM;
        end
        2: begin
          if (!AVALON_MM_WAITREQUEST) begin
            remaining_datanum <= remaining_datanum - 1;
            if (remaining_datanum == 1) begin
              state         <= (burstnum == 1) ? 3 : 1;
              address       <= address + ACCESS_STRIDE;
              write_request <= 0;
              burstnum      <= burstnum - 1;
            end
          end
        end
        3: begin
          if (AVALON_MM_WRITEACK) begin
            state <= 0;
            busy  <= 0;
          end
        end
      endcase
    end
  end
  assign WRITE_DATA_ACCEPTABLE = &{~AVALON_MM_WAITREQUEST, write_request};
  assign WRITE_RDY             = ~busy;
  assign WRITE_REQ_DONE        = &{(state == 3), AVALON_MM_WRITEACK};
  assign AVALON_MM_ADDRESS     = address;
  assign AVALON_MM_READ        = 0;
  assign AVALON_MM_WRITE       = write_request;
  assign AVALON_MM_WRITEDATA   = WRITE_DATA;
  assign AVALON_MM_BYTEENABLE  = {(DRAM_DATAWIDTH>>3){1'b1}};
  assign AVALON_MM_BURSTCOUNT  = burstcount;
endmodule
module write(input  wire         clock,
             input  wire         resetn,
             input  wire [ 63:0] m_dst_addr,        
             input  wire [ 31:0] m_input_index,     
             output wire [ 31:0] m_output_value,    
             output reg          m_ready_out,
             input  wire         m_valid_in,
             output reg          m_valid_out,
             input  wire         m_ready_in,
             input  wire [511:0] dst_readdata,
             input  wire         dst_readdatavalid,
             input  wire         dst_waitrequest,
             output wire [ 31:0] dst_address,
             output wire         dst_read,
             output wire         dst_write,
             input  wire         dst_writeack,
             output wire [511:0] dst_writedata,
             output wire [ 63:0] dst_byteenable,
             output wire [  4:0] dst_burstcount);
  localparam WIDTH            = 32;
  localparam ELEMS_PER_ACCESS = (512/WIDTH);
  wire              CLK;
  wire              RST;
  wire              start;
  reg  [ 31:0]      cycle;
  reg               finish;
  reg               returned;
  reg  [  1:0]      state;
  reg               request;
  reg  [ 31:0]      init_waddr;
  reg  [ 31:0]      datanum;
  wire [511:0]      din;
  wire              din_acceptable;
  wire              ready;
  wire              request_done;
  assign CLK            = clock;
  assign RST            = ~resetn;
  assign start          = &{m_ready_out, m_valid_in};
  assign m_output_value = cycle;
  DRAM_WRITE #(4, 31, 32, 512)
  dram_write(CLK,
             RST, 
             request,
             init_waddr,
             datanum,
             din,
             din_acceptable,
             ready,
             request_done,
             dst_readdata,
             dst_readdatavalid,
             dst_waitrequest,
             dst_address,
             dst_read,
             dst_write,
             dst_writeack,
             dst_writedata,
             dst_byteenable,
             dst_burstcount);
  always @(posedge CLK) begin
    if (RST || start) begin
      cycle  <= 0;
      finish <= 0;
    end else begin
      if (~|{request_done, finish}) cycle  <= cycle + 1;
      if (request_done)             finish <= 1;
    end
  end
  genvar i;
  generate
    for (i=0; i<ELEMS_PER_ACCESS; i=i+1) begin: element
      reg [WIDTH-1:0] value;
      always @(posedge CLK) begin
        if      (RST || start)   value <= i;
        else if (din_acceptable) value <= value + ELEMS_PER_ACCESS;
      end
      assign din[WIDTH*(i+1)-1:WIDTH*i] = value;
    end
  endgenerate
  always @(posedge CLK) begin
    if (RST) begin
      returned    <= 0;
      m_ready_out <= 1;
      m_valid_out <= 0;
    end else if (start) begin
      returned    <= 0;
      m_ready_out <= 0;
      m_valid_out <= 0;
    end else begin
      if (&{m_valid_out, m_ready_in}) begin
        returned    <= 1;
        m_ready_out <= 1;
        m_valid_out <= 0;
      end else begin
        m_valid_out <= (&{finish, ~returned}); 
      end
    end
  end
  always @(posedge CLK) begin
    if (RST) begin
      state      <= 0;
      request    <= 0;
      init_waddr <= 0;
      datanum    <= 0;
    end else begin
      case (state)
        0: begin
          if (start) begin
            state      <= 1;
            request    <= 1;
            init_waddr <= m_dst_addr;
            datanum    <= (m_input_index + (ELEMS_PER_ACCESS-1)) >> 4;   
          end
        end
        1: begin
          state   <= 2;
          request <= 0;
        end
        2: begin
          if (finish) state <= 0;
        end
      endcase
    end
  end
endmodule
`default_nettype wire
```
`/design/flow/run.sh`:
```
#!/bin/bash
# OpenROAD 26Q1-2900-gdf79404cd8, Yosys 0.63+post, stock flow scripts
make -C /OpenROAD-flow-scripts/flow DESIGN_CONFIG=/design/flow/config.mk WORK_HOME=/design/flow/orfs finish
```
`/design/flow/constraint.sdc`:
```
current_design write

set clk_period 12.3
set clk_io_pct 0.2

create_clock -name clk0 -period $clk_period [get_ports {clock}]

set non_clock_inputs [all_inputs -no_clocks]
set_input_delay [expr $clk_period * $clk_io_pct] -clock clk0 $non_clock_inputs
set_output_delay [expr $clk_period * $clk_io_pct] -clock clk0 [all_outputs]
```
`/design/flow/config.mk`:
```
export PLATFORM = sky130hd
export DESIGN_NAME = write
export DESIGN_NICKNAME = write
export VERILOG_FILES = /design/flow/design.v
export SDC_FILE = /design/flow/constraint.sdc
export NUM_CORES = 4
export LEC_CHECK = 1
export CORE_AREA = 10 10 490 490
export DIE_AREA = 0 0 500 500
```
==> results_dict.tcl <==
# place-and-route summary
set metrics [dict create \
    outcome "completed" \
    avgRoutedWirePerCell_um 14.6 \
    top_cell_area_share_pct 42.5 \
    power_leakage_nw 12.4 \
    cts_max_path_buffers 3 \
    synth_cells 3600 \
    r2r_end "element[10].value[28]" \
    clockRootBuffer "clkbuf_16" \
    clockPowerShare_pct 50.2 \
    h-tree-depth 3 \
    max_clock_freq_mhz 183 \
    finalWirelength_mm 105 \
    grt_pass1_vias 25000 \
    ys_cells 3600 \
    p_sw_share_pct 25.1 \
    vias_per_cell 3.76 \
    r2r_slack_ns 8.58 \
    ir_drop_mv 0.0990 \
    synth_area_mm2 0.0296 \
    p_int_mw 3.61 \
    worst_ep_arrival_time_ns 5.85 \
    track_usage_pct 8.04 \
    io_buffer_count 589 \
    die_h_um 500 \
    core_area_mm2 0.230 \
    top_cells_by_area "dfxtp_1, xnor2_1, nor2_1" \
    synth.area.mux_share_pct 0.576 \
    overflow 0 \
    cts.sinks 628 \
    holdCritStartpoint "init_waddr[10]" \
    die_area_mm2 0.250 \
    top_logic_kind "simple AND/OR/NAND/NOR gates" \
    synth-warning-count 2 \
    period_needed_ns 5.48 \
    grt_first_pass_wirelength_mm 158 \
    cts-resized-gates 0 \
    cts_setup_buffers 0 \
    io_pins 1264 \
    edf_count 0 \
    finalCritPeriodShare_pct 44.5 \
    min_path_cells 2 \
    worst_hold_slack_ns 0.450 \
    postRouteAntennaNets 0 \
    p_comb_share_pct 6.2 \
    dpl_cell_area_mm2 0.0384 \
    drv_cap 0 \
    final_common_cell "dfxtp_1" \
    start_kind "primary input" \
    grt_max_degree 113 \
    yosys_area_mm2 0.0296 \
    design_area_mm2 0.0411 \
    first_pass_iters 5 \
    vias 27100 \
    syn_avg_cell_area_um2 8.21 \
    cts_buffers 77 \
    hold_viol 0 \
    worst_slew_pin_slew_ns 0.807 \
    lay_top_cells "dfxtp_1, clkdlybuf4s50_1, nor2_1, nand2_1, xnor2_1" \
    ys_sh_aoi_pct 8.98 \
    die_x_um 500 \
    drv_slew 0 \
    yosysSeqAreaShare_pct 42.5 \
    initial_core_util_pct 12.9 \
    fin_tns_setup_ns 0 \
    clk_pin_slew_ns 0.15 \
    antenna_found_initial 6 \
    crit_required_ns 12.68 \
    hold_buffers 0 \
    min_to "init_waddr[10]" \
    synthArstFlopShare_pct 0 \
    drc 0 \
    synth-xor-area-share_pct 12.2 \
    slew_headroom_pct 45.9 \
    rsz0062_at_grt "false" \
    path_class "primary input to flop" \
    ys.flops 628 \
    simple_gate_share_pct 28.0 \
    setup_viol 0 \
    warning_count 575 \
    critPathMaxFanout 112 \
    hold_path.class "flop to flop" \
    dp_hpwl_mm 79.5 \
    ys.flop_type "dfxtp_1" \
    yosysTopAreaCell "dfxtp_1" \
    rows 176 \
    clk_latency_ns 0.68 \
    r2r_cells 6 \
    fin_skew_ns 0.190 \
    layout-drive-gt1-share_pct 4.64 \
    gp_congestion 0.869 \
    endpoint_kind "flop" \
    dr.first_iter.drc_count 1752 \
    switchingPower_mw 1.21 \
    area_delta_synth_final_pct 39.0 \
    ys_sh_adder_pct 0.931 \
    r2r-start "m_ready_out" \
    cts_tree "done" \
    seq_power_share_pct 43.7 \
    p_per_area_mw_per_mm2 117 \
    ys_types 66 \
]
## Yosys cell counts, types with 11 or more instances
cell      instances
inv_1            91
dfxtp_1         628
xor2_1          143
nand4_1         130
nand2_1         332
or4_1            28
a211oi_1         11
xnor2_1         268
nor3_1          112
mux2i_1          17
ha_1             22
nor2_1          442
buf_1            16
buf_4           129
or3_1            96
a21oi_1         219
and4_1           59
o21ai_0         147
clkbuf_1        160
and3_1           61
nand3_1         184
a31oi_1          17
nor4_1          120
and2_1           24
## cells by family after synthesis
group                    after synthesis
buffers and inverters                402
adder cells (fa/ha/maj)               22
XOR/XNOR                             411
other                                  2
AND/OR/NAND/NOR                     1648
flip-flops                           628
multiplexers                          17
AND-OR/OR-AND                        470
## worst max path at each step
stage,from,to
global route,m_valid_in,element[10].value[28]
finish,m_valid_in,element[10].value[28]
CTS,m_valid_in,element[10].value[28]
## flip-flops by register name (all words and copies together) (netlist names), 4 cells and up
name,flops
init_waddr,32
dram_write.last_burstcount,5
dram_write.state,4
datanum,28
dram_write.burstnum,28
dram_write.address,32
element.value,448
dram_write.remaining_datanum,5
cycle,32
dram_write.burstcount,5
## power groups by stage
stage / clock (mW) / sequential, mW / combinational [mW]
CTS: 2.50 / 2.10 / 0.302
global route: 2.58 / 2.11 / 0.334
finish: 2.42 / 2.10 / 0.298
## layout make-up
| class | count | area, um2 |
|---|---|---|
| antenna | 1 | 2.50 |
| tap | 3026 | 3790 |
| multi-input combinational | 2697 | 15500 |
| clock inverter | 30 | 472 |
| timing repair buffer | 626 | 6180 |
| inverter | 92 | 347 |
| fill | 25200 | 189000 |
| sequential | 628 | 12600 |
| clock buffer | 112 | 2250 |
## per-stage QoR
| stage | utilization (%) | total power, mW | worst slack (ns) | cells |
|---|---|---|---|---|
| floorplan | - | 2.35 | 8.00 | 3727 |
| global placement | 16.7 | 2.44 | 6.21 | 7069 |
| detailed placement | 16.7 | 2.45 | 6.17 | 7069 |
| CTS | 17.9 | 4.91 | 6.90 | 7211 |
| global route | 17.9 | 5.02 | 6.65 | 7211 |
| finish | 17.9 | 4.82 | 6.82 | 7212 |
## critical path: stages
cell and delay, ns:
clkdlybuf4s50_1 0.51, nand2_1 0.13, nand2_4 0.53, buf_4 0.67, buf_12 0.48, buf_4 0.72, nor2_1 0.10
## per-layer routing
metal	vias to the layer above	share of wire, %	GRT usage, %
li1	13400	-	-
met1	12600	47	11.5
met3	140	8.8	2.72
met4	2	2.6	1.68
met5	-	0.017	0
met2	1018	42	11.8
Power is estimated from default activity; no workload was simulated.
